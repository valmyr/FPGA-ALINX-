$ cat design/flow/design.v
module segment7(input [3:0] in, output [6:0] d);
	assign d  = (in == 0) ? 7'b0000001 :
		         (in == 1) ? 7'b1001111 :
					(in == 2) ? 7'b0010010 :
					(in == 3) ? 7'b0000110 :
					(in == 4) ? 7'b1001100 :
					(in == 5) ? 7'b0100100 :
					(in == 6) ? 7'b0100000 :
					(in == 7) ? 7'b0001111 :
					(in == 8) ? 7'b0000000 : 
					(in == 9) ? 7'b0000100 : 7'b1111111;
endmodule
$ cat design/flow/run.sh
#!/bin/bash
# OpenROAD 26Q1-2900-gdf79404cd8, Yosys 0.63+post, stock flow scripts
make -C /OpenROAD-flow-scripts/flow DESIGN_CONFIG=/design/flow/config.mk WORK_HOME=/design/flow/orfs finish
$ cat design/flow/config.mk
export PLATFORM = sky130hd
export DESIGN_NAME = segment7
export DESIGN_NICKNAME = segment7
export VERILOG_FILES = /design/flow/design.v
export SDC_FILE = /design/flow/constraint.sdc
export NUM_CORES = 4
export LEC_CHECK = 1
export CORE_AREA = 10 10 70 70
export DIE_AREA = 0 0 80 80
$ cat design/flow/constraint.sdc
current_design segment7

set clk_period 1.1
set clk_io_pct 0.2

create_clock -name clk0 -period $clk_period

set non_clock_inputs [all_inputs -no_clocks]
set_input_delay [expr $clk_period * $clk_io_pct] -clock clk0 $non_clock_inputs
set_output_delay [expr $clk_period * $clk_io_pct] -clock clk0 [all_outputs]
==> reports/results.tsv <==
metric	value	unit
Worst Setup Start Kind	input port	
share of cells above drive strength 1	0.750	
top cells by area	o21ba_2 11%, o21ai_0 8.3%, or4b_4 7.6%, o211ai_2 6.9%, buf_2 5.6%	
Max Transition Viols Final	0	
placer's final routability congestion estimate	0.673	
total negative slack	-0.673	ns
power per standard cell area	358	mW/mm²
cell taking the most area after synthesis	o21ba_2	
Routed Antenna Nets	0	
tool warnings	34	
Initial DRC Count	13	
initial antenna violation count	0	
Cell Count, Final, Fillers Out	90	
leakage power	0.184	nW
Area growth syn-to-layout	157	%
Crit path largest cell delay	0.53	ns
Port Buf Inserts	11	
count leader, synth	o21ai_0	
GRT Total Usage	0.0219	
die area	0.00640	mm²
drt first pass iters	4	
final tally of hold violations	0	
Max-area cell share	0.111	
flop count	0	
fp util	0.0527	
Synth Seq Share	0	
Rows	21	
Top Family by Delay on Critical Path	simple AND/OR/NAND/NOR gates	
fmax	0.734	GHz
Flop area	0	µm²
placed insts	87	
# IOs	11	
final worst-path cycle share	1.24	
CP Cell Sequence	buf_8 -> or4b_4 -> buf_6 -> o211ai_2 -> buf_2	
max cap viols	0	
Placed Area	379	µm²
yosys cell count	27	
Core Box Area	0.00342	mm²
Synth Instances	27	
tally of filler cells in the layout	387	
final setup violation count	5	
Distinct lib cells used	20	
worst setup margin	-0.262	ns
vias after detailed routing	269	
largest net degree at the start of global routing	9	
number of global-route vias before repair	229	
crit path DAT	1.14	ns
Critical Path Fanout Max	4	
Die Ht	80	µm
unrepaired setup endpoints after global routing	true	
crit end category	primary output	
global-route wire length before repair	1.17	mm
CP bufs+invs	3	
Synth Warn #	0	
gr ovfl total	0	
Logic cell area	209	µm²
syn avg cell area	6.67	µm²
yosys synthesis chip area	180	µm²
# diodes	0	
clk_buf instances	0	
Max IR drop VDD	0.0482	mV
outcome	finished, violations left	
Post-Syn Area	180	µm²
post-detail-place hpwl	582	µm
Hold Slack	0.772	ns
Slowest-stage cell, CP	or4b_4	
drt wl/cell	9.11	µm
Max-slew headroom	0.858	
routed vias/inst	2.99	
violated checks	negative setup slack	
Worst EP required	0.88	ns
HP Class	input port to primary output	
Worst-Margin Slew	0.211	ns
DRC Markers	0	
DRT Wirelength	820	µm
Die X	80	µm
post-route minimum period	1.36	ns
critical path class	input port to primary output	
post-route cell area	463	µm²
[timing repair]
action,4_1_cts,5_1_grt
gates cloned,0,0
hold buffers,0,0
setup endpoints to repair,7,6
buffers inserted,1,2
resized,58,12
pin swaps,7,3
[area by class of cell]
type	instances	share of cell area
Tap cell	46	0.124
Multi-Input combinational cell	21	0.451
Inverter	2	0.0162
Timing Repair Buffer	21	0.408
[cells in the final DEF, fill, tap and decap left out, types with 2 or more instances in the layout]
cell type  count
nor2_4         2
buf_6          7
buf_4          4
buf_2          7
buf_8          3
[stage by stage]
stage,util,power (mW),setup slack (ns)
3_5_place_dp,0.111,0.136,-0.967
4_1_cts,0.119,0.139,-0.277
6_report,0.136,0.166,-0.262
5_1_grt,0.136,0.184,-0.297
2_1_floorplan,-,0.0512,0.0275
3_3_place_gp,0.111,0.134,-0.969
[final timing paths]
path                  slack [ns]  start  endpoint  cells past startpoint
worst min-delay path        0.77  in[3]      d[6]                      4
worst max-delay path       -0.26  in[3]      d[3]                      5
[worst min-delay path, delay by kind of cell]
kind	cells	cell delay, ns
buffers and inverters	2	0.16
AND-OR/OR-AND	1	0.09
AND/OR/NAND/NOR	1	0.08
[cell families (layout without fill, tap and decap cells)]
group,count (synthesis),in the layout,synth area share
AND-OR/OR-AND,12,12,0.528
buffers and inverters,6,23,0.160
AND/OR/NAND/NOR,9,9,0.313
[per-layer routing]
metal,up-vias,global-route usage,part of all wire
li1,136,-,-
met2,9,0.0337,0.44
met1,124,0.0270,0.42
met4,0,0,0
met5,-,0,0
met3,0,0.0136,0.14
[where the power goes]
part | total, mW | switching [mW] | internal [mW]
logic | 0.166 | 0.0649 | 0.101
clock network | 0 | 0 | 0
registers | 0 | 0 | 0
Power figures rest on the tool's default switching activity, not on a simulated workload.
